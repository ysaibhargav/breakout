==> ./design.v <==
module counter(clock, out);
	input clock;
	output out;
	reg[23:0] out;
	always @(posedge clock)	out <= out + 1;
endmodule
==> ./run.sh <==
#!/bin/bash
# OpenROAD 26Q1-2900-gdf79404cd8, Yosys 0.63+post, stock flow scripts
make -C /OpenROAD-flow-scripts/flow DESIGN_CONFIG=/design/flow/config.mk WORK_HOME=/design/flow/orfs finish
==> ./config.mk <==
export PLATFORM = sky130hd
export DESIGN_NAME = counter
export DESIGN_NICKNAME = counter
export VERILOG_FILES = /design/flow/design.v
export SDC_FILE = /design/flow/constraint.sdc
export NUM_CORES = 4
export LEC_CHECK = 1
export CORE_AREA = 10 10 80 80
export DIE_AREA = 0 0 90 90
export SYNTH_HDL_FRONTEND = slang
==> ./constraint.sdc <==
current_design counter

set clk_period 5.4
set clk_io_pct 0.2

create_clock -name clk0 -period $clk_period [get_ports {clock}]

set non_clock_inputs [all_inputs -no_clocks]
set_input_delay [expr $clk_period * $clk_io_pct] -clock clk0 $non_clock_inputs
set_output_delay [expr $clk_period * $clk_io_pct] -clock clk0 [all_outputs]
==> flow_summary.ini <==
; implementation run metrics
[worst_setup_path]
crit_type = reg2out
cp-end-kind = output pin
cp_max_fo = 7
critPathSlowestCell = clkdlybuf4s50_1
timing.critical_path.buf_inv = 1
slowest_delay_ns = 0.51
cp-start-kind = flop
crit_chain = clkdlybuf4s50_1
arrival_ns = 1.20
critical-path-top-delay-family = buffers and inverters
crit_required_ns = 4.32

[floorplanning]
dieArea_um2 = 8100
die_w_um = 90
ios = 25
initCoreUtil_pct = 19.07
coreArea_um2 = 4723
fp-row-count = 25
die_height_um = 90

[clock_network]
root_buffer = clkbuf_8
cts_resized = 0
clkTransAtPathRegs_ns = 0.08
clockBufferDepth = 2
cts.sinks = 24
cts-hold-fix-buffers = 0
post-cts-setup-buffers = 0
cts-htree-levels = 1
clock_latency_ns = 0.26
cts_tree = yes
cts_inserted_buffers = 3

[placement]
portBuffers = 24
dpl-instance-area_um2 = 1225
hpwlAfterDp_um = 1478
dp_slack_ns = 3.386
place_congestion = 0.7066

[sta]
finalHoldViolCount = 0
layout_setup_ws_ns = 3.117
min_period_ns = 2.283
finClkSkew_ns = 0.006379
timing.fmax_mhz = 438.0
setup_tns_ns = 0
tightest_slew_ns = 0.4996
fin_crit_sh_pct = 42.28
relSlewSlack_pct = 66.57
rsz0062_at_grt = false
hold_slack_ns = 0.4358
setup_viol = 0
slew_violations = 0

[drt]
diodes = 0
ant_nets = 0
drc_errors = 0
drt-wirelength-per-cell_um = 10.77
dr.first_iter.drc_count = 33
wl_um = 1917
viasPerCell = 3.831
routed-via-count = 682
first_pass_iters = 4

[job]
cap_violations = 0
warnings = 25

[run_status]
status = finished clean

[logic_synthesis]
largest_area_cell = dfxtp_1
synth_area_per_cell_um2 = 10.85
synth-seq-cells = 24
ys_cells = 83
area_leaders = dfxtp_1 53%, xnor2_1 18%, nand3_1 5.0%, nand4_1 4.2%, xor2_1 3.9%
ys_seq_share_pct = 53.33
yosys_warnings = 0
yosys_area_um2 = 900.9
synth.cell_area_um2 = 900.9
top_area_share_pct = 53.33
syn_inst = 83
ys_types = 15

[finish]
regMostFlops = out
syn2layout_area_growth_pct = 43.89
fillers = 492
largest_register_ffs = 24
drive_above_1_share_pct = 7.207
design_area_um2 = 1296
top_regs = out: 24 flops

[power]
peakVddDrop_v = 0.0001443
p_per_area_nw_per_um2 = 255.5
leakage_nw = 0.4203
total_power_mw = 0.3313

[global_route]
grt_max_degree = 15
grt_pass1_wl_um = 3180
grt_overflow = 0
antenna_found_initial = 0
grtUsageTotal_pct = 4.643
grt_pass1_vias = 661

[worst_hold_path]
hp-class = reg2reg
[cell usage after synthesis]
cell and instances:
nand4_1 6, and2b_4 1, nand3_1 9, xor2_1 4
nor2_1 2, nand2_1 7, inv_1 1, and3_1 4
and4_1 3, xnor2_1 18, dfxtp_1 24, nor3_4 1
ha_1 1, nand3_2 1, and3_2 1
[cell families after synthesis]
kind of cell             after synthesis  synth area share, %
buffers and inverters                  1               0.4163
AND/OR/NAND/NOR                       35                23.47
adder cells (fa/ha/maj)                1                1.389
XOR/XNOR                              22                21.39
flip-flops                            24                53.33
[final cells by class]
| cell class | count | area, µm² | area share, % |
|---|---|---|---|
| Sequential cell | 24 | 480.5 | 37.07 |
| Inverter | 1 | 3.754 | 0.2896 |
| Multi-Input combinational cell | 58 | 416.7 | 32.14 |
| Clock buffer | 3 | 41.29 | 3.185 |
| Clock inverter | 1 | 30.03 | 2.317 |
| Timing Repair Buffer | 24 | 240.2 | 18.53 |
| Tap cell | 67 | 83.83 | 6.467 |
[worst paths after layout]
kind                                startpoint              end  slack (ns)  cells after the start
worst min register to register  out[0]$_DFF_P_   out[0]$_DFF_P_        0.44                      1
worst min-delay path            out[0]$_DFF_P_   out[0]$_DFF_P_        0.44                      1
worst max-delay path            out[9]$_DFF_P_           out[9]        3.12                      1
worst max register to register  out[0]$_DFF_P_  out[20]$_DFF_P_        3.90                      5
[cells in the final DEF, fill, tap and decap left out]
cell type and n:
nand4_1 6, ha_1 1, inv_1 1, xor2_1 4
nand2_1 7, nor3_4 1, nand3_1 9, nand3_2 1
and4_1 3, dfxtp_1 24, bufinv_16 1, and2b_4 1
and3_2 1, clkbuf_8 3, clkdlybuf4s50_1 24, nor2_1 2
xnor2_1 18, and3_1 4
[layer usage]
metal	global-route usage, %	up-vias	share of wire, %
met5	0	-	0
met4	0.1326	0	0
met3	2.850	0	12
met2	6.719	25	40
met1	6.111	314	48
li1	-	343	-
[power by group]
group	switching, mW	internal (mW)	total (mW)	leakage, nW
clock network	0.0555	0.0990	0.154	0.0357
logic	0	0	0.000000191	0.191
registers	0	0.177	0.177	0.193
total	0.0555	0.276	0.331	0.420
[through the flow]
stage	std cells	utilization [%]
floorplan	83	-
global placement	174	25.93
detailed placement	174	25.93
CTS	178	27.44
global route	178	27.44
finish	178	27.44
No activity file was given, so power comes from the tool's default toggle rates.
