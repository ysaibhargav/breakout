--- flow/run.sh ---
#!/bin/bash
# OpenROAD 26Q1-2900-gdf79404cd8, Yosys 0.63+post, stock flow scripts
make -C /OpenROAD-flow-scripts/flow DESIGN_CONFIG=/design/flow/config.mk WORK_HOME=/design/flow/orfs finish
--- flow/config.mk ---
export PLATFORM = sky130hd
export DESIGN_NAME = binaryToBCD
export DESIGN_NICKNAME = binaryToBCD
export VERILOG_FILES = /design/flow/design.v
export SDC_FILE = /design/flow/constraint.sdc
export NUM_CORES = 4
export LEC_CHECK = 1
export CORE_AREA = 10 10 70 70
export DIE_AREA = 0 0 80 80
export SYNTH_HDL_FRONTEND = slang
--- flow/constraint.sdc ---
current_design binaryToBCD

set clk_period 6.1
set clk_io_pct 0.2

create_clock -name clk0 -period $clk_period

set non_clock_inputs [all_inputs -no_clocks]
set_input_delay [expr $clk_period * $clk_io_pct] -clock clk0 $non_clock_inputs
set_output_delay [expr $clk_period * $clk_io_pct] -clock clk0 [all_outputs]
--- flow/design.v ---
module binaryToBCD(data, t, o);
	input data;
	output t, o;
	wire[6:0] data;
	reg[3:0] t, o;
	integer i;
	always @(data) begin
		t = 4'd0;
		o = 4'd0;
		for (i=6; i>=0; i=i-1) begin
			if(t >= 5)
			t = t + 3;
			if(o >= 5)
			o = o +3;
			t = t << 1;
			t[0] = o[3];
			o = o << 1;
			o[0] = data[i];
		end
	end
endmodule
==> deck_impl_summary.md <==
Physical Implementation Snapshot

Setup path
  – Worst-path maximum fanout: 3
  – CP required: 4.88 ns
  – Crit start category: input port
  – Worst Setup EP: t[2]
  – CP Capture Type: output port
  – Critical path class: input port to output port
  – Critical Path AT: 4.80 ns
  – Critical Path Start: data[5]

Synth
  – Synth Cell Area: 663.1 um2
  – Adder Area Share: 18.87%
  – Simple Share, Synth: 18.68%
  – Unique cell types: 41
  – Top cell area share: 18.87%
  – Aoi share: 36.04%
  – Xor+xnor area frac: 9.434%
  – Post-Syn Area per Cell: 8.087 um2
  – MUX share of area: 9.623%
  – Post-synth top area cell: ha_1
  – Dominant kind of combinational cell: AND-OR/OR-AND gates
  – Synthesis area per yosys: 663.1 um2
  – Yosys warning total: 0
  – Yosys cell count: 82
  – Commonest cells post-synth: inv_1, ha_1, a21oi_1
  – Sequential cell area fraction in the yosys report: 0%
  – Cell area leaders: ha_1, a21oi_1, inv_1, mux2_4, xnor2_4
  – Synth Instances: 82
  – Top-count cell post-synth: inv_1

GRT
  – First-pass GRT wire length: 3.422 mm
  – GRT Total Usage: 6.172%
  – Pin count of the biggest net entering global routing: 7
  – Vias in the first global route: 835
  – Initial antenna violation count: 0
  – Grt ovf: 0

Final timing
  – Final min period: 6.025 ns
  – Finish-stage setup viols: 0
  – Fmax: 166.0 MHz
  – Hold Violations, Final: 0
  – Period utilization: 98.77%
  – Worst Tran Pin Value: 0.4323 ns
  – Setup total negative slack: 0 ns
  – Max_slew headroom: 71.08%
  – Slew Viols, Final: 0
  – RSZ-0062 raised after global routing: yes

Final layout
  – Reg area: 0 um2
  – Clock buf count: 0
  – Util after Layout: 41.03%
  – Share of layout cells above drive strength 1: 68.28%
  – Flop count: 0
  – Layout area overhead: 111.3%

Floorplanning
  – FP Core Util: 19.41%
  – Die Size: 0.006400 mm2
  – Die X: 80 um
  – Core area: 0.003416 mm2
  – Io pins: 15
  – Die y size: 80 um
  – Cell Rows: 21

Placement
  – Routability congestion estimate: 0.8148
  – Hpwl dp: 1.432 mm
  – Port Buffers: 13

Drt
  – Wire length per cell: 11.10 um
  – N_diodes: 0
  – Drt pass-1 iters: 3
  – Final WL: 2.120 mm
  – Number of remaining DRC errors: 0
  – Vias/cell: 4.471
  – DR vias: 854
  – Detailed Route Iter0 Violations: 12
  – DRT antenna net count: 0

Pwr
  – Power density over the cells: 167.3 mW/mm2
  – P_leak: 0.6410 nW
  – Maximum vdd drop: 0.00004300 V

Worst hold path
  – Hold_sp: data[0]
  – HP Class: input port to output port

Run
  – Log Warnings: 37
  – Max-cap violations: 0

Run status
  – Status: finished, final reports clean

Clock network
  – Hold_buf cts: 0
metrics by stage:
step                      cell area [um2]  hold WS (ns)  setup slack, ns  std cells   power, W
after floorplan                     691.9         2.506          0.06173         82  0.0001060
after global placement               1082         2.440          -0.7345        168  0.0001876
after detailed placement             1082         2.440          -0.7794        168  0.0001933
after CTS                            1325         2.440         0.002430        190  0.0002123
after global routing                 1401         2.440          -0.1561        191  0.0002554
final                                1401         2.440          0.07533        191  0.0002344
final cells by class:
| cell class | count | area (um2) |
|---|---|---|
| Timing Repair Buffer | 64 | 514.2 |
| Fill cell | 320 | 2014 |
| Tap cell | 46 | 57.56 |
| Multi-Input combinational cell | 70 | 778.2 |
| Inverter | 11 | 51.30 |
worst max-delay path, stage by stage:
cell and delay, ns:
buf_8 0.10, inv_6 0.05, ha_4 0.12, inv_2 0.04, ha_4 0.15, a21oi_4 0.14, xnor2_2 0.14, inv_1 0.08
ha_2 0.18, nor2b_4 0.12, or3_4 0.36, and3_4 0.21, xnor2_4 0.15, ha_2 0.19, or2b_1 0.27, and2b_2 0.21
mux2i_2 0.17, ha_2 0.21, inv_2 0.04, ha_4 0.16, a21oi_4 0.13, buf_6 0.12, buf_6 0.08, a21oi_2 0.03
buf_2 0.12
placed cells by master, fill, tap and decap left out, types with 3 or more instances in the layout:
master	instances
ha_4	4
nor2_1	4
a21oi_1	3
a21oi_2	4
a21oi_4	3
nand3_1	3
clkdlybuf4s50_1	3
buf_2	4
buf_6	5
inv_1	7
buf_4	46
ha_2	5
cells by family after synthesis:
family,count (synthesis)
xor+xnor,5
compound gates,29
fa+ha+maj,10
mux,5
buf+inv,12
simple gates,21
layer usage:
layer  share of wire, %  vias to the layer above  GRT usage, %
met5                  0                        -             0
met4               0.71                        0        0.5282
met3                3.8                        2        0.9091
met2                 49                       11         11.32
met1                 46                      411         7.606
li1                   -                      430             -
how the worst min path moves through the flow:
stage | slack (ns) | depth (start not counted) | endpoint
5_1_grt | 2.44 | 0 | o[0]
6_report | 2.44 | 0 | o[0]
4_1_cts | 2.44 | 0 | o[0]
power by group:
| part | leakage (nW) | switching (W) | internal [W] | total, W |
|---|---|---|---|---|
| Combinational | 0.641 | 0.0000963 | 0.000138 | 0.000234 |
| Clock | 0 | 0 | 0 | 0 |
| Sequential | 0 | 0 | 0 | 0 |
| Total | 0.641 | 0.0000963 | 0.000138 | 0.000234 |
what timing repair did:
item / 4_1_cts / 5_1_grt
gates resized: 49 / 21
pin swaps: 15 / 15
setup endpoints to repair: 7 / 7
buffers inserted: 22 / 2
Power figures rest on the tool's default switching activity, not on a simulated workload.
