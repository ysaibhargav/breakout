==> flow/design.v <==
module syncGen(clock, hsync, vsync, hcount, vcount, inDispArea);
	input clock;
	output hsync, vsync, hcount, vcount, inDispArea;
	reg hsync, vsync, hblank, vblank, inDispArea, inDispAreaX, inDispAreaY;
	reg[9:0] hcount, vcount;
	wire hson, hsoff, hreset, hblankon;
	wire vson, vsoff, vreset, vblankon;
	assign hblankon = hcount == 639;
	assign hson = hcount == 652;
	assign hsoff = hcount == 746;
	assign hreset = hcount == 793;
	assign vblankon = hreset & (vcount == 479);
	assign vson = hreset & (vcount == 492);
	assign vsoff = hreset & (vcount == 494);
	assign vreset = hreset & (vcount == 527);
	always @(posedge clock)	begin
		inDispAreaX <= hreset ? 1 : hblankon ? 0 : inDispAreaX;
		inDispAreaY <= vreset ? 1 : vblankon ? 0 : inDispAreaY;
		inDispArea <= inDispAreaX & inDispAreaY;
		hcount <= hreset ? 0 : hcount + 1;
		hblank <= hreset ? 0 : hblankon ? 1 : hblank;
		hsync <= hson ? 0 : hsoff ? 1 : hsync;
		vcount <= hreset ? (vreset ? 0: vcount + 1): vcount;
		vblank <= vreset ? 0 : vblankon ? 1 : vblank;
		vsync <= vson ? 0 : vsoff ? 1 : vsync;
	end
endmodule
==> flow/run.sh <==
#!/bin/bash
# OpenROAD 26Q1-2900-gdf79404cd8, Yosys 0.63+post, stock flow scripts
make -C /OpenROAD-flow-scripts/flow DESIGN_CONFIG=/design/flow/config.mk WORK_HOME=/design/flow/orfs finish
==> flow/config.mk <==
export PLATFORM = sky130hd
export DESIGN_NAME = syncGen
export DESIGN_NICKNAME = syncGen
export VERILOG_FILES = /design/flow/design.v
export SDC_FILE = /design/flow/constraint.sdc
export NUM_CORES = 4
export LEC_CHECK = 1
export CORE_AREA = 10 10 102 102
export DIE_AREA = 0 0 112 112
export SYNTH_HDL_FRONTEND = slang
==> flow/constraint.sdc <==
current_design syncGen

set clk_period 2.1
set clk_io_pct 0.2

create_clock -name clk0 -period $clk_period [get_ports {clock}]

set non_clock_inputs [all_inputs -no_clocks]
set_input_delay [expr $clk_period * $clk_io_pct] -clock clk0 $non_clock_inputs
set_output_delay [expr $clk_period * $clk_io_pct] -clock clk0 [all_outputs]
==> impl_metrics.tcl <==
# implementation run metrics
set metrics [dict create \
    status "finished clean" \
    setup_total_negative_slack_ps 0 \
    cts.repair_timing.setup_buffer_count 0 \
    yosys.area.top_type_share_pct 24.3 \
    fin_crit_sh_pct 89.3 \
    tritoncts_clock_tree "yes" \
    openroad.warnings 30 \
    wl_per_cell_um 10.8 \
    p_seq_share_pct 64.5 \
    num_rows 33 \
    yosys.area.top_type "sky130_fd_sc_hd__dfxtp_1" \
    detail_route.antenna_diodes 0 \
    cells_along_the_critical_path "inv_1 -> ha_1 -> and4b_1 -> nand3_2 -> clkinv_1 -> buf_4" \
    worst_slew_slack_as_a_fraction_of_its_limit_pct 73.3 \
    slowest_delay_ps 440 \
    via_count_of_the_first_global_routing_pass 913 \
    synthTopCellsByArea "sky130_fd_sc_hd__dfxtp_1 24%, sky130_fd_sc_hd__edfxtp_1 24%, sky130_fd_sc_hd__ha_1 7.1%" \
    yosys-stat-cells 121 \
    detail_route.vias_per_cell 3.72 \
    num-fill-cells 882 \
    dp_hpwl_mm 2.13 \
    ys_dominant_reg_cell "sky130_fd_sc_hd__dfxtp_1" \
    worst_path_required_ps 2140 \
    syn-mean-instance-area_sq_um 10.2 \
    hold_buffers 0 \
    switching_fraction_of_total_power_pct 18.5 \
    slowest_stage "sky130_fd_sc_hd__dfxtp_1" \
    cell_int_power_w 0.000632 \
    max_freq_mhz 534 \
    clock-sinks 25 \
    final_core_utilization_pct 20.1 \
    num_vias 940 \
    clkPwrFrac_pct 35.5 \
    number_of_warnings_printed_during_yosys_synthesis 0 \
    portBuffers 23 \
    netlist_instances 121 \
    power_density_nw_per_um2 471 \
    antenna_found_initial 0 \
    synth.cells.most_frequent "15 x sky130_fd_sc_hd__dfxtp_1, 13 x sky130_fd_sc_hd__nor2_1, 12 x sky130_fd_sc_hd__nand2_1" \
    placeableCoreArea_sq_um 8220 \
    final-hold-violation-count 0 \
    io_pins 24 \
    syn_area_sq_um 1240 \
    drt_iter0_markers 54 \
    critical_path.startpoint_type "flop" \
    timing.clock.skew_ps 9.02 \
    numSynthFlops 25 \
    hold_path_end "inDispAreaY" \
    rrSetupSlack_ps 230 \
    worst-endpoint-arrival_ps 1910 \
    period_needed_ps 1870 \
    post-synth-top-count-cell "sky130_fd_sc_hd__dfxtp_1" \
    ir_worst_vdd_mv 0.203 \
    maximum_number_of_pins_on_one_net_before_global_route_repair 15 \
    clock_tree.root_cell "sky130_fd_sc_hd__clkbuf_8" \
    timing.final.max_slew_violations 0 \
    worst_margin_slew_ps 398 \
    number_of_enable_type_register_cells_in_the_synthesized_netlist 10 \
    wire_length_of_the_first_global_routing_pass_mm 4.51 \
    combPwrFrac_pct 0 \
    fp_util_pct 15.1 \
    worstHoldPathType "flop to flop" \
    endpoint_kind_of_the_worst_setup_timing_path "flop" \
    grt_usage_pct 4.30 \
    postSynth.asyncResetShare_pct 0 \
    cts_made_buffers 3 \
    leakagePower_nw 0.591 \
    grt_remaining_overflow 0 \
    worst-path-max-fanout 10 \
    postCtsResizedCells 0 \
    htree_levels 1 \
    worst_skew_pair.late_latency_ps 270 \
    seq_area_frac_synth_pct 48.5 \
    worst_hold_startpoint "inDispAreaY" \
    chip_area_sq_um 12500 \
    ys_chip_area_sq_um 1240 \
    startpoint_of_the_most_critical_register_to_register_path "hcount[1]" \
    combGateArea_sq_um 606 \
    reg2reg_depth 6 \
    clock_path_buffers 2 \
    path_clk_slew_ps 90 \
    first_pass_iters 4 \
    wirelength_mm 2.74 \
    drc 0 \
    max-cap-violations 0 \
    chipHeight_um 112 \
    reg2reg_to "vcount[7]" \
    dp_cells 249 \
    worstSetupPathType "flop to flop" \
    route.antenna.remaining_nets 0 \
    power_switching_w 0.000143 \
    holdPathStages 1 \
    flop_area_sq_um 601 \
    drive_above_1_share_pct 5.41 \
    yosys.cell_types.count 33 \
    die.size.x_um 112 \
    grt_setup_unrepaired "no" \
    stdcell_count 253 \
    setup_violations 0 \
    final_replace_weighted_congestion 0.824 \
    area_growth_pct 33.2 \
]
==> worst max-delay path: cells and delay by family, from the launching register on <==
family | cells | cell delay [ps]
buffers and inverters | 3 | 680
DFF | 1 | 440
and+or+nand+nor | 2 | 320
adders and majority gates | 1 | 200
==> power groups by stage <==
stage / Combinational (W) / Sequential, W / Clock [W]
4_1_cts: 0.000000000328 / 0.000500 / 0.000290
5_1_grt: 0.000000000328 / 0.000500 / 0.000303
6_report: 0.000000000328 / 0.000500 / 0.000276
==> cell type report <==
cell class | count | share of cell area (%)
clock inverter | 1 | 0.304
sequential | 25 | 36.4
clock buffer | 3 | 2.51
multi-input combinational | 88 | 36.8
tap | 105 | 7.97
timing repair buffer | 24 | 14.4
inverter | 7 | 1.59
==> worst max path at each step <==
stage | start | slack, ps | cells past startpoint | end
global route | hcount[1] | 100 | 7 | vsync
finish | hcount[1] | 230 | 6 | vcount[7]
CTS | hcount[1] | 250 | 6 | vcount[7]
==> metrics by stage <==
stage | total power [W] | hold slack (ps) | worst slack [ps] | cell area (sq um)
detailed placement | 0.000511 | 435 | 281 | 1600
floorplan | 0.000511 | 418 | 371 | 1240
CTS | 0.000790 | 464 | 248 | 1650
global route | 0.000803 | 505 | 104 | 1650
finish | 0.000776 | 457 | 226 | 1650
global placement | 0.000511 | 433 | 331 | 1600
==> placed cells by master (no fill, tap or decap), types with 3 or more instances in the layout <==
master and instances:
sky130_fd_sc_hd__o21ai_0 6, sky130_fd_sc_hd__clkdlybuf4s50_1 23, sky130_fd_sc_hd__nand3_1 7, sky130_fd_sc_hd__nor3_1 3, sky130_fd_sc_hd__xor2_1 8, sky130_fd_sc_hd__nor2_1 13, sky130_fd_sc_hd__dfxtp_1 15, sky130_fd_sc_hd__nand2_1 12
sky130_fd_sc_hd__inv_1 6, sky130_fd_sc_hd__clkbuf_8 3, sky130_fd_sc_hd__a41oi_1 3, sky130_fd_sc_hd__and2_1 4, sky130_fd_sc_hd__xnor2_1 4, sky130_fd_sc_hd__ha_1 7, sky130_fd_sc_hd__edfxtp_1 10
==> state kept, by name (all words and copies together), names as in the netlist <==
register	count
hsync	1
vcount	10
inDispArea	1
vsync	1
inDispAreaY	1
inDispAreaX	1
hcount	10
==> metal layers <==
metal  track usage [%]  routed length (um)  up-vias
met5                 0                   0        -
met4             0.169                  14        0
met3              1.90                 217        2
met2              6.84                1200       21
met1              5.56                1310      434
li1                  -                   -      483
==> kinds of logic after synthesis <==
family	after synthesis	synth area share (%)
AOI/OAI and AO/OA	13	6.78
xor gates and xnor gates	12	8.49
adders and majority gates	7	7.08
buffers and inverters	8	2.53
DFF	25	48.5
and+or+nand+nor	56	26.6
Power figures rest on the tool's default switching activity, not on a simulated workload.
